$ cat /design/flow/run.sh
#!/bin/bash
# OpenROAD 26Q1-2900-gdf79404cd8, Yosys 0.63+post, stock flow scripts
make -C /OpenROAD-flow-scripts/flow DESIGN_CONFIG=/design/flow/config.mk WORK_HOME=/design/flow/orfs finish
$ cat /design/flow/config.mk
export PLATFORM = sky130hd
export DESIGN_NAME = mux21
export DESIGN_NICKNAME = mux21
export VERILOG_FILES = /design/flow/design.v
export SDC_FILE = /design/flow/constraint.sdc
export NUM_CORES = 4
export LEC_CHECK = 1
export CORE_AREA = 10 10 70 70
export DIE_AREA = 0 0 80 80
$ cat /design/flow/constraint.sdc
current_design mux21

set clk_period 1.0
set clk_io_pct 0.2

create_clock -name clk0 -period $clk_period

set non_clock_inputs [all_inputs -no_clocks]
set_input_delay [expr $clk_period * $clk_io_pct] -clock clk0 $non_clock_inputs
set_output_delay [expr $clk_period * $clk_io_pct] -clock clk0 [all_outputs]
$ cat /design/flow/design.v
module mux21 (input logic [31:0] a, b, input logic sel, output logic [31:0] out);
    always_comb
    begin
         out = sel? b: a;
    end
endmodule
==> deck_impl_summary.md <==
Synthesis and Place & Route Summary

Status
  – Status: finished with violations
  – Failing checks: negative setup slack

Yosys
  – Gate Count Post-Synth: 36
  – Yosys Chip Area: between 500 and 600 um2
  – Avg Cell Area, Syn: around 15 um2
  – Yosys warnings: 1
  – Post-synth seq share: 0
  – Post-Syn Area: between 500 and 600 um2
  – Synth unique cells: 4
  – Yosys Instances: 36

STA
  – Worst hold-check slack: 0.694 ns
  – Worst-Margin Slew: about 0.061 ns
  – Max Freq: ~850 MHz
  – Hold Violations, Final: 0
  – Max-slew violation count: 0
  – Post-route minimum period: between 1 and 1.5 ns
  – Relative slew slack: 0.959
  – RSZ-0062 raised after global routing: yes
  – Fin crit share: 1.18
  – Final setup viols: 32
  – Worst setup margin: -0.175 ns

Power
  – NetSw: about 0.14 mW
  – Switching power share of the total: 0.213
  – PD cells: between 300 and 400 nW/um2
  – Comb pwr share: 1.000
  – Power consumption: ~0.66 mW
  – LEAKAGE: 0.990 nW
  – Clock power share: 0
  – Worst-case vdd ir drop: roughly 0.17 mV
  – Sequential share of power: 0
  – Internal power: 0.519 mW

Final layout
  – Fin area: about 1700 um2
  – # fillers: approximately 330
  – Non-Filler Instances: 192
  – Sequential cell area: 0 um2
  – Share of cells above drive strength 1: 0.562
  – Flops: 0
  – Gate Area: 480 um2
  – Clk_buf instances: 0
  – Syn-to-layout area delta: 212%

Routing
  – DR WL/cell: approximately 15 um
  – Highest metal used: met3
  – Drt first pass iters: 2
  – Final wirelength: 2.85 mm
  – Wl on met1: roughly 1.1 mm
  – ANT cells: 0
  – Met2 routed WL: roughly 1.4 mm
  – Routed vias: around 730
  – Drc violations: 0
  – Final antenna-violating net count: 0
  – Met3 WL: about 310 um
  – First DRT Iteration DRCs: 4
  – Vias per cell: between 3 and 4

Placed design
  – Post-place setup slack: -0.497 ns
  – Final GP Congestion: between 0.7 and 0.8
  – IO buf count: around 97
  – DP HPWL: 2.40 mm
  – Post-DP Area: between 1500 and 2000 um2
  – Placed insts: approximately 180

Critical path
  – Crit path DRT: about 0.80 ns
  – Critical Path End Type: output pin
  – CP max stage cell: mux2_4
  – Crit Path Class: primary input to output pin
  – Sum of buffers and inverters on the critical path: 4
  – CP cell instances: buf_12, buf_12, buf_8, mux2_4, buf_6
  – Critical Path Max Stage Delay: approximately 0.30 ns
  – CP arrival: 0.98 ns
  – Top cell by count, worst path: buf_12
  – Crit Path Max Fanout: 7
  – Top delay family on crit path: buffers and inverters
  – CP Launch Type: primary input

GRT
  – Number of global-route vias before repair: between 800 and 900
  – First-pass GRT wire length: between 4 and 5 mm
  – Congestion Overflow GR: 0
  – GRT Util Overall: 0.0787
  – Largest net degree at the start of global routing: 8
  – Antenna violations before repair: 0

Floorplanning
  – Num rows: 21
  – Overall die height: approximately 80 um
  – Die ar.: between 6000 and 7000 um2
  – FP Core Util: 0.159
  – # IOs: 97
  – Core area: 3420 um2
  – Die width: roughly 80 um

Clocking
  – Hold buffer count at cts: 0

Job
  – Tool warnings: 34
  – Max-cap violations: 0

Min path
  – Worst hold path stage count: 3
  – Path type of the worst min-delay path: primary input to output pin
  – HP Start: a[24]
  – Min-Delay Endpoint: out[24]
==> cells in the mapped netlist, drive strengths merged <==
library cell  count  area share
buf               4        0.13
mux2             32        0.87
==> per-layer routing <==
layer	up-vias	GRT usage
met1	317	0.0897
met4	0	0
met2	51	0.143
met3	0	0.0307
li1	362	-
met5	-	0
==> what timing repair did <==
action                                  in CTS  in global routing
endpoints found under the setup margin      32                 32
cloned                                       1                  0
resized                                    170                 23
setup buffers                               14                  0
pin swaps                                    0                  0
==> power by group through the flow <==
stage	clock (mW)	sequential (mW)	combinational, mW
6_report	0	0	0.660
4_1_cts	0	0	0.644
5_1_grt	0	0	0.706
==> layout make-up <==
| class | instances | area share |
|---|---|---|
| tap | 46 | 0.0339 |
| multi-input combinational | 32 | 0.283 |
| timing repair buffer | 114 | 0.683 |
==> layout by cell type, fill, tap and decap left out <==
master	netlist	final
buf_16	0	1
dlygate4sd2_1	0	40
mux2_4	30	32
buf_4	0	2
dlymetal6s2s_1	0	14
buf_8	0	3
buf_2	0	12
clkdlybuf4s50_1	0	10
buf_6	1	29
buf_12	3	3
==> logic make-up (layout without fill, tap and decap cells) <==
logic type | count (synthesis) | after routing | synth area share
buffers and inverters | 4 | 114 | 0.131
multiplexers | 32 | 32 | 0.869
==> worst max path at each step <==
stage / cells past startpoint / to / from / slack (ns)
CTS: 5 / out[0] / sel / -0.18
global route: 5 / out[31] / sel / -0.19
finish: 5 / out[31] / sel / -0.18
==> metrics by stage <==
| step | setup TNS (ns) | util |
|---|---|---|
| after CTS | -5.20 | 0.470 |
| final | -5.03 | 0.497 |
| after floorplan | 0 | - |
| after detailed placement | -15.27 | 0.450 |
| after global routing | -5.62 | 0.497 |
| after global placement | -15.25 | 0.450 |
Power figures rest on the tool's default switching activity, not on a simulated workload.
